`flow/config.mk`:
```
export PLATFORM = sky130hd
export DESIGN_NAME = DMAFinal
export DESIGN_NICKNAME = DMAFinal
export VERILOG_FILES = /design/flow/design.v
export SDC_FILE = /design/flow/constraint.sdc
export NUM_CORES = 4
export LEC_CHECK = 1
export CORE_UTILIZATION = 30
export SYNTH_HDL_FRONTEND = slang
export SYNTH_MEMORY_MAX_BITS = 65536
```
`flow/constraint.sdc`:
```
current_design DMAFinal

set clk_period 1213.8
set clk_io_pct 0.2

create_clock -name clk0 -period $clk_period [get_ports {iClk}]

set non_clock_inputs [all_inputs -no_clocks]
set_input_delay [expr $clk_period * $clk_io_pct] -clock clk0 $non_clock_inputs
set_output_delay [expr $clk_period * $clk_io_pct] -clock clk0 [all_outputs]
```
`flow/design.v`:
```
module DMAFinal(iClk, iReset_n, iChipselect_n, iRead, iWrite, iAddress, iWritedata, oReaddata, iRM_readdatavalid, iRM_waitrequest, 
iRM_readdata, oRM_read,  oRM_readaddress, iWM_waitrequest, oWM_write, oWM_writeaddress, oWM_writedata, 
   debug_WM_done);
input iClk, iReset_n, iChipselect_n, iRead, iWrite;
input [2:0] iAddress;
input [31:0] iWritedata;
output debug_WM_done;    
output [31:0] oReaddata;
input iRM_readdatavalid, iRM_waitrequest;
input [31:0] iRM_readdata;
output oRM_read;
output [31:0] oRM_readaddress; 
input iWM_waitrequest;
output oWM_write;
output [31:0] oWM_writeaddress, oWM_writedata;
wire [31:0] RM_startaddress, length, WM_startaddress, FF_data, FF_q;
wire start, WM_done, FF_almostfull, FF_writerequest, FF_empty, FF_readrequest;
control_slave control(.iClk(iClk), .iReset_n(iReset_n), .iChipselect_n(iChipselect_n), .iWrite(iWrite), .iRead(iRead), 
								.iMW_done(WM_done), .iAddress(iAddress), .iWritedata(iWritedata), .oStart(start), 
								.oReaddata(oReaddata), .oRM_startaddress(RM_startaddress), .oWM_startaddress(WM_startaddress), .oLength(length));
write_master wm( .iClk(iClk), .iReset_n(iReset_n), .iStart(start), .iWM_startaddress(WM_startaddress), .iLength(length), .iWM_waitrequest(iWM_waitrequest), .iFF_empty(FF_empty), 
				.iFF_q(FF_q), .oFF_readrequest(FF_readrequest), .oWM_done(WM_done), .oWM_write(oWM_write), .oWM_writeaddress(oWM_writeaddress), .oWM_writedata(oWM_writedata));
read_master rm(.iClk(iClk), .iReset_n(iReset_n), .iStart(start), .iLength(length), .iRM_startaddress(RM_startaddress), .iRM_readdatavalid(iRM_readdatavalid), .iRM_waitrequest(iRM_waitrequest),
					.oRM_read(oRM_read), .oRM_readaddress(oRM_readaddress), .iRM_readdata(iRM_readdata), .iFF_almostfull(FF_almostfull), .oFF_writerequest(FF_writerequest), .oFF_data(FF_data));
FIFO fi(.iClk(iClk), .iReset_n(iReset_n), .FF_empty(FF_empty), .FF_almostfull(FF_almostfull), .FF_data(FF_data), .FF_q(FF_q) , .FF_readrequest(FF_readrequest), .FF_writerequest(FF_writerequest));
assign debug_WM_done = WM_done; 
endmodule 
module FIFO(iClk, iReset_n, FF_empty, FF_almostfull, FF_data, FF_q , FF_readrequest, FF_writerequest);
input iClk, iReset_n, FF_readrequest, FF_writerequest;
output FF_empty, FF_almostfull;
input [31:0] FF_data;
output [31:0] FF_q;
reg [31:0] buffer [256:0];  
reg [7:0] pos_read, pos_write;  
wire fifo_rd, fifo_wr; 
wire compare, equal;  
assign FF_q = buffer[pos_read];  
assign fifo_wr = (~FF_almostfull) & FF_writerequest;  
assign fifo_rd = (~FF_empty & FF_readrequest);  
always @ (posedge iClk or negedge iReset_n)
begin
if(~iReset_n)
			pos_write <= 8'b00000000;
else 	if(fifo_wr)
	begin
		buffer[pos_write] <= FF_data;
		pos_write <= pos_write + 1;
	end
	else
		pos_write <= pos_write;
end
always @ (posedge iClk or negedge iReset_n)
	begin
	if(~iReset_n)
			pos_read <= 8'b00000000;
	else if(fifo_rd)
			pos_read <= pos_read + 1;
		else 
			pos_read <= pos_read;
	end
assign compare = pos_write[7] ^ pos_read[7];   
assign equal = (pos_write[6:0] - pos_read[6:0]) ? 0:1;   
assign FF_almostfull =  compare & equal;  
assign FF_empty =  ~compare & equal;  
endmodule
module control_slave (iClk, iReset_n, iChipselect_n, iWrite, iRead, iMW_done, iAddress, iWritedata,
						oStart, oReaddata, oRM_startaddress, oWM_startaddress, oLength);
input				iClk;				 
input				iReset_n;			 
input				iChipselect_n;		 
input				iWrite;				 
input				iRead;				 
input				iMW_done;			 
input		[2:0]	iAddress;			 
input		[31:0]	iWritedata; 		 
output reg	[31:0]	oRM_startaddress; 	 
output reg	[31:0]	oWM_startaddress; 	 
output reg	[31:0]	oLength;			 
reg		[31:0]	control, status;
reg     [1:0] 	state;
reg  enable;
output reg			oStart;				 
output reg	[31:0]	oReaddata; 			 
wire			GO, WORD, HW, BYTE,	DONE, BUSY;
assign {GO, WORD, HW, BYTE} = control[3:0];  
assign {BUSY, DONE} = status[1:0];  
always @ (posedge iClk)
begin
	if (~iReset_n)  
	begin
		oRM_startaddress		<= 32'h0;
		oWM_startaddress		<= 32'h0;
		oLength					<= 32'h0;
		control					<= 32'h0;
		oReaddata				<= 32'h0;					
	end
	else if (DONE)
		control 				<= 32'h0;  
	else if (~iChipselect_n)
	begin
		if (iWrite & ~BUSY)   
			case (iAddress)
				3'h0: oRM_startaddress 		<= iWritedata;  
				3'h1: oWM_startaddress		<= iWritedata;  
				3'h2: oLength			  	<= iWritedata;  
				3'h3: control 	  			<= iWritedata;  
			endcase
		else if (iRead)  
			case (iAddress)
				3'h7: oReaddata 			<= status;		
			endcase
	end 		
end
always @ (posedge iClk)
begin
	if (~iReset_n)  
	begin
		status 			<= 32'h0;
		oStart			<= 1'b0;
		state 			<= 2'h0;
		enable 			<= 1'b0;
	end
	else
		case (state)
			2'h0: begin
				if (GO && ~enable)  
				begin
					status 		<= 32'h2;
					oStart 		<= 1'b1;				
					state 		<= 2'h1;
				end
			end
			2'h1: begin
				oStart			 <= 1'b0;
				enable 			<= 1'b1;
				if (iMW_done)  
				begin
					status 		<= 32'h1;
					state 		<= 2'h2;
				end
			end
			2'h2: begin
				status 			<= 32'h0;
				state 			<= 2'h0;
			end
		endcase
end
endmodule
module read_master(iClk, iReset_n, iStart, iLength, iRM_startaddress, iRM_readdatavalid, iRM_waitrequest,
oRM_read, oRM_readaddress, iRM_readdata, iFF_almostfull, oFF_writerequest, oFF_data);
input iClk, iReset_n, iStart, iRM_readdatavalid, iRM_waitrequest, iFF_almostfull;
output reg oRM_read;
output oFF_writerequest;
input [31:0] iLength, iRM_startaddress, iRM_readdata;
output reg [31:0] oFF_data, oRM_readaddress;
reg [1:0] state;
reg [31:0] RM_lastwriteaddress;
assign oFF_writerequest = (~iReset_n)? 0 : (~iFF_almostfull && ~|state && iRM_readdatavalid);  
always @(*)
begin
		if(~iReset_n)
			oFF_data = 32'h0;
		if(iRM_readdatavalid)
			oFF_data = iRM_readdata;
end
always @(posedge iClk)
begin
	if(~iReset_n)
		begin
			state <= 2'h0;
			oRM_readaddress <= 32'h0;
			oRM_read <= 1'b0;
			RM_lastwriteaddress	<= 32'h0;
		end
	else
		begin
			if(iStart)
				begin
					oRM_readaddress <= iRM_startaddress;  
					RM_lastwriteaddress	<= iRM_startaddress + iLength; 
				end
			else begin
			if(~iFF_almostfull || |state) 
				begin
					case(state)
						2'h0: begin
							state <= 2'h1;
							end
						2'h1: begin
							if(oRM_readaddress  == RM_lastwriteaddress) 
								state <= 2'h0;
							else begin
								oRM_read <= 1'b1;
								state <= 2'h2;
							end
						end
						2'h2: if(~iRM_waitrequest)
							begin
								oRM_readaddress <= oRM_readaddress + 3'h4; 
								oRM_read <= 1'b0;
								state <= 2'h0;
							end
						endcase
				end
			end
		end
end
endmodule 
module write_master ( iClk, iReset_n, iStart, iWM_startaddress, iLength, iWM_waitrequest, iFF_empty, iFF_q, 
						oFF_readrequest, oWM_done, oWM_write, oWM_writeaddress, oWM_writedata);
input				iClk; 				 
input				iReset_n; 			 
input				iStart;				 
input		[31:0]	iWM_startaddress;	 
input		[31:0]	iLength;			 
input				iWM_waitrequest;	 
input				iFF_empty;			 
input		[31:0]	iFF_q;				 
output				oFF_readrequest;  	 
output reg			oWM_done;			 
output reg			oWM_write;			 
output reg	[31:0]	oWM_writeaddress;	 
output reg	[31:0]	oWM_writedata;		 
reg		[1:0]	state;
reg		[31:0]	WM_lastwriteaddress;
wire 			oFF_readrequest;
assign oFF_readrequest = (~iReset_n) ? 1'b0 : (~iFF_empty && ~|state);  
always @ (posedge iClk)				
begin
	if (~iReset_n)
	begin
		state 				<= 2'h0;
		oWM_write			<= 1'b0;
		oWM_done			<= 1'b0;
		oWM_writedata		<= 32'h0;
		oWM_writeaddress	<= 32'h0;
		WM_lastwriteaddress	<= 32'h0;
	end
	else
	begin
		if (iStart)  
		begin
			oWM_writeaddress 	<= iWM_startaddress;  
			WM_lastwriteaddress	<= iWM_startaddress + iLength;   
		end
		else if (~iFF_empty || |state)		 
			case (state)
				2'h0: 
				begin 
					state 		<= 2'h1;
					oWM_write 		<= 1'b1;  
					oWM_writedata 	<= iFF_q;
				end
				2'h1: 
				begin
					if (WM_lastwriteaddress == (oWM_writeaddress + 4) ) 
						begin
							state <= 2'h2;
							oWM_done <= 1'b1;
						end
					if (~iWM_waitrequest)  
						begin
							oWM_writeaddress <= oWM_writeaddress + 3'h4;  
							oWM_write 	<= 1'b0;
							state <= 2'h0;
						end
				end
				2'h2: begin
					oWM_done	<= 1'b0;  
					state 		<= 2'h0;
				end
			endcase
	end
end
endmodule
```
`flow/run.sh`:
```
#!/bin/bash
# OpenROAD 26Q1-2900-gdf79404cd8, Yosys 0.63+post, stock flow scripts
make -C /OpenROAD-flow-scripts/flow DESIGN_CONFIG=/design/flow/config.mk WORK_HOME=/design/flow/orfs finish
```
==> out/metrics.csv <==
metric,value,unit
run_status,"complete, no violations",
fmax,4.07,MHz
static-leakage-power,119,nW
clkTransAtPathRegs,0.06,ns
number_of_synthesized_flops_with_an_enable_pin,8192,
common_cells,"8192 x sky130_fd_sc_hd__edfxtp_1, 2554 x sky130_fd_sc_hd__mux4_2, 435 x sky130_fd_sc_hd__clkbuf_1",
post_cts_resized,0,
drtAntennaViolNets,0,
cts_max_path_buffers,4,
placementRows,383,
yosys.cell_types.count,90,
place_ws,966.98,ns
post_synth_instance_area,0.327,sq mm
finalClockSkew,0.0863,ns
fraction_of_layout_cells_with_a_size_suffix_above_1,0.304,
grt_util_met2,0.267,
min_path_cells,2,
grt.total_usage,0.186,
drt-initial-drc-count,11644,
maximum_number_of_pins_on_one_net_before_global_route_repair,100,
crit_fanout,34,
gp_congestion,0.923,
synth-async-reset-ratio,0.00188,
critical_path.endpoint_type,register,
worst_reg_to_reg_cells,13,
setup_tns,0,ns
final-comb-area,0.0737,sq mm
report.final.slew_viol_count,0,
top_cells_by_area,"sky130_fd_sc_hd__edfxtp_1 75%, sky130_fd_sc_hd__mux4_2 18%, sky130_fd_sc_hd__dfxtp_1 1.7%",
synthesis.instances,14230,
path_buffers,6,
postRouteWirelength,950,mm
wl_per_cell,31.3,um
cell_with_the_most_instances_after_synthesis,sky130_fd_sc_hd__edfxtp_1,
detailedRoute.firstPassIterationCount,5,
ff_latch_area,0.252,sq mm
endpoints_left_unconstrained,8224,
hold_viol_final,0,
layout_worst_path_cycle_share,0.202,
source_of_the_worst_register_to_register_timing_path,fi.pos_read[0],
grt_pass1_wl,1320,mm
drcViolationCount,0,
whs_endpoint,control.oReaddata[1],
cts-root-buf,sky130_fd_sc_hd__clkbuf_16,
timing.critical_path.cells,clkdlybuf4s50_1 -> buf_4 -> and3_1 -> o41ai_2 -> buf_4 -> inv_1 -> and3_1 -> nand2_2 -> buf_4 -> nor2_4 -> buf_4,
clk_latency,1.20,ns
postLayoutSetupSlackWorst,968.18,ns
cts_tree,yes,
max_cap_viol_count,0,
leftover_overflow_at_the_end_of_global_routing,0,
initial_utilization,0.301,
warnings,37,
first_global_vias,167484,
crit_path_frequent_cell,sky130_fd_sc_hd__buf_4,
initial_antenna_violation_count,55,
irDropWorstVdd,0.00188,mV
postSynthRegisterBits,8512,
grt.busiest_layer,met2,
top_level_ports,206,
synth-cells-yosys,14230,
critical-path-max-stage-delay,0.58,ns
cts_hold_bufs,0,
ff2ff_setup_slack,1205.96,ns
holdCritPathClass,reg2reg,
fp.dieH,1.05,mm
groute.layer.met3.usage,0.180,
crit_path_start_kind,primary input,
setup.worst_path.class,in2reg,
core,1.09,sq mm
nFillCells,98261,
viasPerCell,5.04,
crit_path_time_final,245.62,ns
top_area_frac,0.751,
timing.slew.headroom,0.186,
numCtsBuffers,822,
critical-path-top-delay-family,buffers and inverters,
postCtsSetupRepairBufs,0,
data_arrival_time_of_the_critical_path,246.49,ns
num_vias,153157,
yosys_most_used_dff,sky130_fd_sc_hd__edfxtp_1,
synth-warning-count,0,
worst_hold_slack,0.477,ns
unclocked_regs,32,
hpwlAfterDp,612,mm
finalSetupViolCount,0,
postSynthAreaPerCell,23.0,sq um
die_width,1.05,mm
cp_slowest_cell,sky130_fd_sc_hd__and3_1,
critical_path.reg2reg.endpoint,wm.oWM_writedata[30],
critical_path_required,1214.66,ns
worst_margin_pin_slew,1.22,ns
rsz0062_at_grt,no,
largest_area_cell,sky130_fd_sc_hd__edfxtp_1,
layout-area-overhead-vs-synth,15.7,%
synth-area-yosys,0.327,sq mm
ctsHtreeMaxLevel,6,
globalRouteMet1Util,0.180,
min-delay-start,control.oReaddata[1],
chip_area,1.10,sq mm
power.density_cell_area,2.17,mW/mm^2
port-buffer-count,174,
[final cells by class]
class / count / area share
sequential: 8512 / 0.666
multi-input combinational: 4891 / 0.195
clock buffer: 1004 / 0.0570
tap: 14437 / 0.0477
timing repair buffer: 948 / 0.0206
clock inverter: 523 / 0.0130
inverter: 53 / 0.000568
antenna: 37 / 0.000244
[worst register-to-register path: stages (launching register included)]
cell and delay, ns:
sky130_fd_sc_hd__dfrtp_4 0.77, sky130_fd_sc_hd__buf_4 0.70, sky130_fd_sc_hd__buf_4 0.65, sky130_fd_sc_hd__buf_4 0.69
sky130_fd_sc_hd__buf_4 0.67, sky130_fd_sc_hd__buf_4 0.67, sky130_fd_sc_hd__buf_4 0.58, sky130_fd_sc_hd__mux4_2 0.66
sky130_fd_sc_hd__mux4_2 0.57, sky130_fd_sc_hd__a221oi_1 1.00, sky130_fd_sc_hd__o22ai_1 0.17, sky130_fd_sc_hd__buf_4 0.25
sky130_fd_sc_hd__nor3_1 0.20, sky130_fd_sc_hd__o22ai_1 0.09
[layout by cell type, fill, tap and decap left out, types with 48 or more instances in the layout]
master,netlist,layout
sky130_fd_sc_hd__xnor2_1,148,148
sky130_fd_sc_hd__nand2_1,399,376
sky130_fd_sc_hd__a22oi_1,110,110
sky130_fd_sc_hd__a22o_1,55,55
sky130_fd_sc_hd__nor3_1,62,61
sky130_fd_sc_hd__nor2_1,430,168
sky130_fd_sc_hd__clkbuf_1,435,154
sky130_fd_sc_hd__edfxtp_1,8192,8192
sky130_fd_sc_hd__mux4_2,2554,2554
sky130_fd_sc_hd__clkinv_1,1,211
sky130_fd_sc_hd__clkinv_2,0,153
sky130_fd_sc_hd__a221oi_1,58,58
sky130_fd_sc_hd__clkbuf_16,0,828
sky130_fd_sc_hd__buf_4,55,756
sky130_fd_sc_hd__inv_1,50,48
sky130_fd_sc_hd__clkdlybuf4s50_1,0,173
sky130_fd_sc_hd__nor2_4,0,261
sky130_fd_sc_hd__o22ai_1,60,60
sky130_fd_sc_hd__ha_1,83,83
sky130_fd_sc_hd__dfxtp_1,272,271
sky130_fd_sc_hd__o21ai_0,121,121
sky130_fd_sc_hd__bufinv_16,0,66
sky130_fd_sc_hd__mux2i_1,51,51
sky130_fd_sc_hd__a21oi_1,258,258
sky130_fd_sc_hd__xor2_1,51,51
[layer usage]
layer  vias up  share of wire
met5         -         0.0023
li1      62722              -
met1     78234           0.28
met3      1517           0.22
met2     10632           0.45
met4        52          0.048
[through the flow]
step                 util  total power, mW  cell area (sq um)  instances
global route        0.348            0.847             379000      30380
detailed placement  0.324            0.576             352000      28841
finish              0.348            0.823             379000      30405
floorplan               -            0.466             328000      14260
global placement    0.324            0.576             352000      28841
CTS                 0.348            0.826             379000      30368
[power by group]
| part | leakage (nW) | internal, mW | total, mW | switching (mW) |
|---|---|---|---|---|
| combinational | 25.7 | 0.0963 | 0.247 | 0.151 |
| sequential | 80.0 | 0.321 | 0.324 | 0.00277 |
| clock | 12.9 | 0.141 | 0.252 | 0.111 |
[registers in the layout (all words and copies together) (netlist names)]
signal                    flops
control.control               1
rm.oRM_read                   1
fi.pos_write                  8
control.state                 3
control.status                2
fi.buffer                  8192
rm.state                      2
control.oWM_startaddress     32
control.oReaddata             1
wm.oWM_writedata             32
wm.oWM_done                   1
wm.oWM_writeaddress          32
wm.state                      2
control.oLength              32
rm.oRM_readaddress           32
rm.oFF_data                  32
wm.oWM_write                  1
rm.RM_lastwriteaddress       32
control.enable                1
control.oStart                1
wm.WM_lastwriteaddress       32
control.oRM_startaddress     32
fi.pos_read                   8
[worst max path at each step]
stage / start / end / slack [ns] / depth (start not counted)
CTS: iRM_readdatavalid / fi.buffer[146][11] / 968.22 / 11
global route: iRM_readdatavalid / fi.buffer[146][12] / 968.10 / 11
finish: iRM_readdatavalid / fi.buffer[146][11] / 968.18 / 11
[logic make-up after synthesis]
group,synth area share
flops,0.769
mux,0.177
simple gates,0.0154
buf+inv,0.0114
compound gates,0.0166
xor+xnor,0.00532
fa+ha+maj,0.00329
latches,0.00147
other cells,0.0000115
No activity file was given, so power comes from the tool's default toggle rates.
